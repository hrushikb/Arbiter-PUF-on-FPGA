==> design/flow/design.v <==
module sevensegdisp(input logic [3:0] hex, output logic [6:0] segments);
always_comb
begin
    case(hex)
			4'h0: segments = 7'b1000000;  
			4'h1: segments = 7'b1111001;  
			4'h2: segments = 7'b0100100;  
			4'h3: segments = 7'b0110000;  
			4'h4: segments = 7'b0011001;  
			4'h5: segments = 7'b0010010;  
			4'h6: segments = 7'b0000010;  
			4'h7: segments = 7'b1111000;  
			4'h8: segments = 7'b0000000;  
			4'h9: segments = 7'b0010000;  
			4'hA: segments = 7'b0001000;  
			4'hB: segments = 7'b0000011;  
			4'hC: segments = 7'b1000110;  
			4'hD: segments = 7'b0100001;  
			4'hE: segments = 7'b0000110;  
			4'hF: segments = 7'b0001110;  
			default: segments = 7'b1111111;  
	endcase
end
endmodule
==> design/flow/run.sh <==
#!/bin/bash
# OpenROAD 26Q1-2900-gdf79404cd8, Yosys 0.63+post, stock flow scripts
make -C /OpenROAD-flow-scripts/flow DESIGN_CONFIG=/design/flow/config.mk WORK_HOME=/design/flow/orfs finish
==> design/flow/config.mk <==
export PLATFORM = sky130hd
export DESIGN_NAME = sevensegdisp
export DESIGN_NICKNAME = sevensegdisp
export VERILOG_FILES = /design/flow/design.v
export SDC_FILE = /design/flow/constraint.sdc
export NUM_CORES = 4
export LEC_CHECK = 1
export CORE_AREA = 10 10 70 70
export DIE_AREA = 0 0 80 80
==> design/flow/constraint.sdc <==
current_design sevensegdisp

set clk_period 2.0
set clk_io_pct 0.2

create_clock -name clk0 -period $clk_period

set non_clock_inputs [all_inputs -no_clocks]
set_input_delay [expr $clk_period * $clk_io_pct] -clock clk0 $non_clock_inputs
set_output_delay [expr $clk_period * $clk_io_pct] -clock clk0 [all_outputs]
==> summary.txt <==
Physical implementation status

The flow ran to the end, and the final reports show no timing, DRC or antenna violations. The script computed a power per unit cell area of 170.2 nW/um2. The number of hold violations in the final report stands at 0.

The die outline area stands at 6400 um2. The number of fill cells in the layout stands at 384. Counting stages on the worst path, the most repeated cell is sky130_fd_sc_hd__buf_4. The count of nets left with antenna violations once routing finished came out at 0. The final tally of setup violations stands at 0. After floorplanning, the core was sized to cover 3416 um2. The number of violations reported at the end of detailed-routing iteration 0 stands at 4. The fraction of the yosys area taken by sequential cells stands at 0. The I/O pin count stands at 11. The floorplan has 21 rows.

The mean number of vias per cell stands at 2.899. The number of warnings in the stage logs stands at 39. The maximum fanout encountered on the critical timing path stands at 5. The post-synthesis to final-layout area growth stands at 90.45%. The worst setup path is captured at an output port. The total overflow reported by the global router stands at 0. The critical path goes through buf_4 > buf_4 > ha_2 > mux4_2 > clkdlybuf4s15_1. The pin count of the biggest net entering global routing stands at 7. The placement report lists the number of port buffers as 11. 0 antenna diodes ended up in the layout. The clock period minus worst slack stands at 1.929 ns. The number of different library cells in the post-synthesis netlist stands at 15. The share of total power dissipated in combinational logic is 1.000. The remaining routing DRC violations stands at 0. Per the placement report, the placed cell count is 97. The post-route worst setup slack stands at 0.07114 ns. STA reports the tightest min-delay check as being of type in -> out. Post-synthesis, Yosys gives the total cell area as 275.3 um2. The ratio of cells with drive above 1 in the final layout stands at 0.4528. The stage delay of the slowest cell on the critical path stands at 0.46 ns. The horizontal die dimension stands at 80 um.

The global placer's final weighted congestion stands at 0.8048. The largest individual stage delay along the critical path comes from the cell sky130_fd_sc_hd__mux4_2. Of the available clock period, the critical path in the final layout requires 0.9644.

The vertical die size stands at 80 um. The overall power stands at 89.21 uW. Summed over all nets, the half-perimeter wirelength after detailed placement is 620.5 um. Setup repair after global routing left no endpoint under its margin. The synthesized instance count is 32. The switching share of power stands at 0.3887. The effective utilization at floorplan stands at 0.08059. The share of total power in the clock network stands at 0. Summed over all nets, the switching power comes to 34.68 uW. The mean instance size in the synthesized netlist stands at 8.602 um2.

The script logs the mean routed wire length per placed instance as 7.848 um. The first-pass GRT wire length stands at 1.324 mm. The part of the total power dissipated in sequential elements stands at 0. Final hold analysis gives a worst-case slack of 1.332 ns. The count of pins over their slew limit stands at 0. The cell area after synthesis stands at 275.3 um2. The filler-free cell count of the finished design stands at 99.

Before antenna repair, the detailed router went through 3 iterations. The worst setup path is launched from an input port. In the finished design the tool counted flip-flops and latches totalling 0. The via count of the first global-routing pass was 287. The sequential cell area stands at 0 um2. The static leakage stands at 0.2597 nW. The slew at the pin closest to its max-slew limit stands at 0.1469 ns.

The count of warnings emitted by yosys stands at 1. The worst max-slew margin expressed relative to the limit stands at 0.8993. The data arrival time of the critical path stands at 1.53 ns. The layout has 0 clock buffers. For this design, Yosys synthesis ends with a cell count of 32. The worst setup slack before clock tree synthesis stands at -0.7079 ns. Across every metal layer, demand over resource in global routing totals 0.02382.

The required time at the endpoint of the critical path stands at 1.60 ns. For reference, the most critical setup path is categorized as in -> out. Per the timing report, the achievable frequency comes out to 0.5184 GHz.

The initial antenna violation count is 0. Per the detailed-route log, wirelength across all metal layers totals 777 um. Cell internal power was estimated by the tool at 54.53 uW.

The count of vias placed by the detailed router stands at 287. The maximum vdd drop stands at 0.02088 mV. Per the layout area report, the combinational gate area comes to 264.0 um2. The reported max-cap violation count stands at 0.
==> placed cells by master (no fill, tap or decap), drive strengths merged <==
cell | Yosys | final
nor2 | 5 | 5
a21oi | 1 | 1
nand2 | 1 | 1
clkdlybuf4s15 | 0 | 2
buf | 2 | 15
or3b | 1 | 1
o21ai | 2 | 2
and2b | 1 | 1
dlygate4sd2 | 0 | 5
mux2i | 4 | 4
mux2 | 1 | 1
mux4 | 1 | 1
dlymetal6s2s | 0 | 1
a32o | 1 | 1
inv | 3 | 3
ha | 7 | 7
a22o | 2 | 2
==> final timing paths <==
check / from / end / slack (ns) / cells past startpoint
min: hex[0] / segments[4] / 1.33 / 5
max: hex[0] / segments[3] / 0.07 / 5
==> kinds of logic (layout without fill, tap and decap cells) <==
group                    after synthesis  in the layout  share of synthesized area
adder cells (fa/ha/maj)                7              7                     0.3182
AND-OR/OR-AND                          6              6                     0.1545
AND/OR/NAND/NOR                        8              8                     0.1455
multiplexers                           6              6                     0.2818
buffers and inverters                  5             26                    0.09998
==> per-layer routing <==
layer	global-route usage	part of all wire	vias to the layer above
met1	0.02713	0.40	128
met5	0	0	-
met2	0.04655	0.51	6
li1	-	-	153
met4	0	0	0
met3	0.004545	0.086	0
==> cell usage after synthesis, drive strengths merged <==
cell   number  area [um2]
ha          7       87.58
nor2        5       18.77
mux2i       4       40.04
inv         3       11.26
a22o        2       17.52
buf         2       16.26
o21ai       2       10.01
a21oi       1       5.000
a32o        1       10.01
and2b       1       8.760
mux2        1       11.26
mux4        1       26.28
nand2       1       3.750
or3b        1       8.760
==> layout make-up <==
| class | count | share of cell area |
|---|---|---|
| Inverter | 3 | 0.02625 |
| Multi-Input combinational cell | 27 | 0.5036 |
| Tap cell | 46 | 0.1098 |
| Timing Repair Buffer | 23 | 0.3604 |
==> power by group through the flow <==
stage         combinational (mW)  sequential [mW]  clock [mW]
CTS                       0.0894                0           0
finish                    0.0892                0           0
global route               0.101                0           0
==> timing repair <==
item                                    in CTS  in global routing
setup buffers                                0                  1
hold buffers                                 0                  0
pin swaps                                    4                  3
endpoints found under the setup margin       7                  4
gates cloned                                 1                  0
resized                                     31                  4
==> per-stage QoR <==
step	setup TNS, ns	cell area [um2]	util
2_1_floorplan	0	275.3	-
3_3_place_gp	-3.587	501.7	0.1469
3_5_place_dp	-3.612	501.7	0.1469
4_1_cts	-0.05398	515.5	0.1509
5_1_grt	0	524.3	0.1535
6_report	0	524.3	0.1535
==> worst max-delay path, delay by kind of cell <==
family | cells | cell delay [ns]
buf+inv | 3 | 0.47
mux | 1 | 0.46
fa+ha+maj | 1 | 0.20
No activity file was given, so power comes from the tool's default toggle rates.
